==> flow/design.v <==
module CounterModule(min,sec_msd,sec_lsd,tenable,tick,clr,enable,dswitch);
	output [3:0] min,sec_msd,sec_lsd,tenable;
	input  tick,clr,enable,dswitch;
	wire  dswitch_en,bk_en,mdswitch_en,mbk_en,min_dswitch_en,minbken,lsd_en,msd_en,min_en;
	count_to9 tenth(tenable,tick,clr,enable,dswitch,dswitch_en,bk_en);  
	count_to9 lsdig_second(sec_lsd,tick,clr,lsd_en,dswitch,mdswitch_en,mbk_en);  
	count_to5 msdig_second(sec_msd,tick,clr,msd_en,dswitch,min_dswitch_en,minbken);  
	count_to9 minute(min,tick,clr,min_en,dswitch, , );  
	assign lsd_en = (clr && enable) || dswitch_en || bk_en;
	assign msd_en = (clr && enable) || mdswitch_en || mbk_en;
	assign min_en = (clr && enable) || min_dswitch_en || minbken;
endmodule
module count_to9(count,tick,clr,enable,dswitch,dswitch_en,bk_en);
	output reg [3:0] count;
	output       dswitch_en, bk_en;
	input        tick, clr, enable, dswitch;
	reg    [3:0] count_n = 4'b0000;
	always @(posedge tick)
	begin
		if(enable)
			count <= count_n;
		else
			count <= count;
        if(clr)
            count <= 0;
	end
	always @(count or dswitch)
	begin
		if(dswitch)
			count_n=(count==9) ? 0 : count+4'b0001;
		else
			count_n=(count==0) ? 9 : count-4'b0001;
	end
	assign dswitch_en = (count==9) && dswitch && enable;
	assign bk_en = (count==0) && !dswitch && enable;
endmodule
module count_to5(count,tick,clr,enable,dswitch,dswitch_en,bk_en);
	output reg [3:0] count;
	output       dswitch_en, bk_en;
	input        tick, clr, enable, dswitch;
	reg    [3:0] count_n = 4'b0000;
	always @(posedge tick)
	begin
		if(enable)
            count <= count_n;
        else
            count <= count;
        if(clr)
            count <= 0;
	end
	always @(count or dswitch)
	begin
		if(dswitch)
			count_n=(count==5) ? 0 : count+4'b0001;
		else
			count_n=(count==0) ? 5 : count-4'b0001;
	end
	assign dswitch_en = (count==5) && dswitch && enable;
	assign bk_en = (count==0) && !dswitch && enable;
endmodule
`timescale 1ns / 1ps
module TopLevelModule(seg, an, clk, dp, start, stop, dswitch, reset, lap, TimeSet);
    output [0:6] seg;
    output [3:0] an;
    output [0:0] dp;
    input clk, start, stop, dswitch, reset, lap, TimeSet;
    reg [0:3] dots = 4'b1010;
    reg tick = 1'b0;
    reg running = 1'b0;
    reg flashing = 1'b0;
    reg started = 1'b0;
    reg countDirection = 1'b1;
    reg resetState = 1'b0;
    reg lapState = 1'b0;
    reg setState = 1'b0;
    wire [3:0] A;
    wire [3:0] B;
    wire [3:0] C;
    wire [3:0] D;
    reg [3:0] lapA;
    reg [3:0] lapB;
    reg [3:0] lapC;
    reg [3:0] lapD;
    integer count = 0;
    always @(posedge clk)
    begin
        if(start)
        begin
            running = 1'b1;
            flashing = 1'b0;
            lapState = 1'b0;
        end
        if(stop)
        begin
            running = 1'b0;
            flashing = 1'b0;
        end
        if(!running)  
            countDirection = dswitch;  
        if(!running)  
            resetState = reset;  
        if(reset)
            started = 0;
        if(resetState)
            lapState = 0;
        if(A == 0 && B == 0 && C == 0 && D == 0 && started && setState == 0)
        begin
            running = 0;
            flashing = 1;
            started = 0;
        end
        if(A != 0 || B != 0 || C != 0 || D != 0)
        begin
            started = 1;
            flashing = 0;
        end
        if(lap && (countDirection == 1'b1))  
            lapState = 1'b1;  
        if(!lapState)
        begin
            lapA = A;
            lapB = B;
            lapC = C;
            lapD = D;
        end
        if(!running)
            setState = TimeSet;
        if(!setState)
            count = count + 1;  
        else
            count = count + 5;  
        if(count >= 5000000)  
        begin
            tick = tick + 1'b1;
            count = 0;
        end
    end
    CounterModule counter(A, B, C, D, tick, resetState, running, countDirection);
    fourdigitdriver driver(lapA, lapB, lapC, lapD, clk, dots, seg, an, dp, flashing);
endmodule
module fourdigitdriver(A, B, C, D, clk, dots, seg, an, dp, flashing);
    input clk;
    input [3:0] A, B, C, D;  
    input [0:3] dots;  
    input flashing; 
    output reg [3:0] an;
    output [0:6] seg;
    output reg dp;  
    reg [17:0] refreshCount = 0;
    reg [25:0] flashingCount = 1;
    reg [1:0] switch = 0;
    reg [3:0] Hex;
    reg flashState = 0;
    integer x;
    sevensegdecoder  u1(.Seg(seg[0:6]), .HexVal(Hex));
    always @(posedge clk)
    begin
        if(flashingCount == 0)  
            flashState = !flashState;
        if(refreshCount == 0)  
           begin       
           case(switch)  
                2'b00:
                begin
                    Hex = A;  
                    an = 4'b0111;  
                    if(!dots[0]) dp = 1;  
                    else dp = 0;
                end
                2'b01:
                begin
                    Hex = B;  
                    an = 4'b1011;  
                    if(!dots[1]) dp = 1;  
                    else dp = 0;
                end
                2'b10:
                begin
                    Hex = C;  
                    an = 4'b1101;  
                    if(!dots[2]) dp = 1;  
                    else dp = 0;
                end
                2'b11:
                begin
                    Hex = D;  
                    an = 4'b1110;  
                    if(!dots[3]) dp = 1;  
                    else dp = 0;
                end
            endcase
            switch = switch + 1'b1;  
        end
        if(flashState == 1 && flashing == 1)
            an = 4'b1111;  
        refreshCount = refreshCount + 1'b1;
        flashingCount = flashingCount + 1'b1;
    end
endmodule
`timescale 1ns / 1ps
module sevensegdecoder(Seg,HexVal);
	output 	[0:6] Seg;
	input 	[3:0] HexVal;
	reg 	[0:6] Seg;
	always @(HexVal)
	begin
		case(HexVal)  
			4'h0: Seg = 7'b000_0001;
			4'h1: Seg = 7'b100_1111;  
			4'h2: Seg = 7'b001_0010;  
			4'h3: Seg = 7'b000_0110;  
			4'h4: Seg = 7'b100_1100;  
			4'h5: Seg = 7'b010_0100;  
			4'h6: Seg = 7'b010_0000;  
			4'h7: Seg = 7'b000_1111;  
			4'h8: Seg = 7'b000_0000;
			4'h9: Seg = 7'b000_0100;
			default: Seg = 7'b000_0000;  
		endcase
	end
endmodule
==> flow/run.sh <==
#!/bin/bash
# OpenROAD 26Q1-2900-gdf79404cd8, Yosys 0.63+post, stock flow scripts
make -C /OpenROAD-flow-scripts/flow DESIGN_CONFIG=/design/flow/config.mk WORK_HOME=/design/flow/orfs finish
==> flow/config.mk <==
export PLATFORM = sky130hd
export DESIGN_NAME = TopLevelModule
export DESIGN_NICKNAME = TopLevelModule
export VERILOG_FILES = /design/flow/design.v
export SDC_FILE = /design/flow/constraint.sdc
export NUM_CORES = 4
export LEC_CHECK = 1
export CORE_UTILIZATION = 40
==> flow/constraint.sdc <==
current_design TopLevelModule

set clk_period 10.4
set clk_io_pct 0.2

create_clock -name clk0 -period $clk_period [get_ports {clk}]

set non_clock_inputs [all_inputs -no_clocks]
set_input_delay [expr $clk_period * $clk_io_pct] -clock clk0 $non_clock_inputs
set_output_delay [expr $clk_period * $clk_io_pct] -clock clk0 [all_outputs]
==> run notes <==
Reports from this run.

- The maximum fanout count along the critical path is 26.
- The global routing report lists combined usage of all routing layers as 15.1%.
- The post-synth tally of flip-flops with integrated enable reads 24.
- After Yosys synthesis, XOR and XNOR cells account for 11.5% of the synthesized area.
- The kind of end point of the critical path reads a register.
- The max-capacitance violation count is 0.
- The total power density per cell area reads 157 nW/um2.
- The flow ran to the end, and the final reports show no timing, DRC or antenna violations.
- The area occupied by registers reads 2940 um2.
- The total area inside the core boundary comes to 16000 um2.
- The basic-gate share of the synthesized area counting and, or, nand and nor cells reads 23.6%.
- The worst path needs 5.51 ns of the cycle, external delays included.
- In the synthesized netlist the async set-or-reset flop fraction comes to 0%.
- The combinational cell area excluding buffers and inverters is 3340 um2.
- The number of storage elements in the synthesis netlist is 135.
- The number of optimization iterations in the first detailed-route pass reads 4.
- The placed standard-cell area is 6890 um2.
- The number of instances resized during post-cts repair is 0.
- The number of buffers added by the clock tree synthesis step is 17.
- The class of the most critical hold timing path reads reg2reg.
- The clock transition time at the flip-flop clock pins of the worst setup and hold paths reads 0.05 ns.
- The final cycle utilization of the critical path reads 53.0%.
- The number of antenna violations at the first check in global routing is 1.
- The stage delay of the slowest cell on the critical path is 0.42 ns.
- The Yosys step of the flow raised 5 warnings.
- The signal arrival time at the worst endpoint is 5.68 ns.
- The total count of hold-check failures in the final report reads 0.
- The register-to-register setup slack is 6.47 ns.
- The half-perimeter wire length after placement reads 8.27 mm.
- In the layout the commonest cells are sky130_fd_sc_hd__dfxtp_1 (111), sky130_fd_sc_hd__xnor2_1 (59), sky130_fd_sc_hd__nand2_1 (54).
- The fill cell total of the finished layout is 1462.
- On the final layout, the worst hold slack is 0.437 ns.
- Of the cells placed in the final design, the portion with a size suffix greater than 1 is 10.3%.
- STA classifies the critical path startpoint as an input port.
- The number of hold buffers added after CTS was 0.
- The CTS tree reads yes.
- The distinct cell type count of the synthesized netlist is 64.
- The total power is 1.17 mW.
- The deepest level of the CTS H-tree is 4.
- The critical path goes through clkdlybuf4s50_1 > o21bai_1 > a21oi_1 > o22ai_1 > ha_1 > a31o_2 > nand3_1 > nor3_1 > a31oi_1 > o41a_1 > buf_4 > or2_2.
- In this run the count of I/O pins placed on the die edge is 19.
- Across all layers, the routed design uses 4811 vias.
- Setup repair after global routing left no endpoint under its margin.
- The dominant register cell reads sky130_fd_sc_hd__dfxtp_1.
- The worst setup slack after placement is 4.50 ns.
- The number of global-route vias before repair reads 4288.
- The maximum frequency from static timing analysis is 0.181 GHz.
- The die footprint reads 17000 um2.
- The post-CTS setup buffer count reads 0.
- The peak ir drop on the vdd network is 0.126 mV.
- The total length of routed wires is 11.9 mm.
- The worst clock skew is 0.00593 ns.
- The synth_stat.txt file lists the number of cells as 681.
- The standby leakage power reads 2.74 nW.
- The routability congestion estimate from global placement reads 0.878.
- The most common logic cell in the final layout is sky130_fd_sc_hd__dfxtp_1.
- The least setup slack across all paths after layout reads 4.89 ns.
- The number of cells produced by synthesis reads 681.
- The clock tree root driver cell reads sky130_fd_sc_hd__clkbuf_16.
- The area of the mapped netlist is 6590 um2.
- The remaining antenna violation count after routing reads 0.
- The number of DRC violations after detailed-routing iteration 0 is 226.
- The post-route cell area reads 7500 um2.
- The pre-placement core utilization is 41.2%.
- The headroom to the max-slew limit reads 41.7%.
- The die width is 130 um.
- The critical path start-end classification reads in2reg.
- The routed layout reports a DRC error count of 0.
- The report lists the number of standard-cell rows as 46.
- The number of register pins that no clock reaches reads 16.
- The routed design shows a wire length per standard cell of 12.9 um.
- The data required time reported for the critical path is 10.56 ns.
- For reference, the final report shows the max-slew violation count at 0.
- In the routed layout, each cell is associated on average with a via count of 5.21.
- 32 endpoints have no timing constraint.
- The yosys stat chip area is 6590 um2.
- The overflow left after global routing reads 0.
- At the later pin of the worst-skew pair, clock insertion delay measures 0.40 ns.
- The final setup TNS reads 0 ns.
- The number of warnings in the stage logs reads 38.
- The placement report lists the number of port buffers as 18.
- The vertical extent of the die is 130 um.
- Of the post-synthesis cell area, the part taken by muxes is 2.68%.
- The biggest combinational cell group after synthesis is simple AND/OR/NAND/NOR gates.
- The area fraction in full adders, half adders and majority gates is 3.42%.
- Per the post-synthesis stats, the area per cell is 9.67 um2.
- The last timing report of the flow puts the setup violation total at 0.
- The transition at the pin with the smallest max-transition slack is 0.873 ns.
- The area share of and-or/or-and cells after synthesis is 9.46%.
- The slowest library cell on the worst path is sky130_fd_sc_hd__clkdlybuf4s50_1.
- The share of synthesized area occupied by flip-flops and latches is 44.7%.
- The area growth from synthesis to final layout is 13.8%.
- The wire length of the first global-routing pass reads 20.2 mm.
- The maximum number of buffers from clock root to sink reads 2.
- The largest net degree at the start of global routing is 28.
path summary, 6_finish.rpt:
path,start,endpoint,cells past startpoint
setup reg to reg,running$_DFF_P_,tick$_DFFE_PP_,11
setup / recovery,stop,tick$_DFFE_PP_,12
hold / removal,driver.flashingCount[0]$_DFF_P_,driver.flashingCount[0]$_DFF_P_,1
hold reg to reg,driver.flashingCount[0]$_DFF_P_,driver.flashingCount[0]$_DFF_P_,1
cell usage after synthesis (3+ instances only):
cell	instances	area share (%)
sky130_fd_sc_hd__a21o_1	3	0.34
sky130_fd_sc_hd__or3_1	6	0.57
sky130_fd_sc_hd__xnor2_1	59	7.8
sky130_fd_sc_hd__ha_1	18	3.4
sky130_fd_sc_hd__mux2i_1	12	1.8
sky130_fd_sc_hd__and4_1	5	0.66
sky130_fd_sc_hd__a222oi_1	4	0.61
sky130_fd_sc_hd__nand3_1	33	2.5
sky130_fd_sc_hd__a21oi_1	21	1.6
sky130_fd_sc_hd__nor3_2	16	2.4
sky130_fd_sc_hd__dfxtp_1	111	34
sky130_fd_sc_hd__nand2b_1	3	0.28
sky130_fd_sc_hd__nor3_1	29	2.2
sky130_fd_sc_hd__nor3b_1	4	0.46
sky130_fd_sc_hd__mux2_2	5	0.85
sky130_fd_sc_hd__and2_1	6	0.57
sky130_fd_sc_hd__nand4_1	20	1.9
sky130_fd_sc_hd__a31oi_1	10	0.95
sky130_fd_sc_hd__nand2_1	54	3.1
sky130_fd_sc_hd__buf_6	4	0.68
sky130_fd_sc_hd__nor4b_1	4	0.53
sky130_fd_sc_hd__xor2_1	26	3.5
sky130_fd_sc_hd__or2_2	3	0.28
sky130_fd_sc_hd__and3_1	15	1.4
sky130_fd_sc_hd__nand3b_1	3	0.34
sky130_fd_sc_hd__edfxtp_1	24	11
sky130_fd_sc_hd__nor4_1	12	1.1
sky130_fd_sc_hd__clkbuf_1	13	0.74
sky130_fd_sc_hd__a311oi_1	5	0.66
sky130_fd_sc_hd__o31ai_1	3	0.34
sky130_fd_sc_hd__inv_1	30	1.7
sky130_fd_sc_hd__nor3b_2	4	0.76
sky130_fd_sc_hd__nor2_1	53	3.0
sky130_fd_sc_hd__o21ai_0	20	1.5
sky130_fd_sc_hd__buf_2	7	0.53
registers in the layout, indices dropped and copies added (netlist names), 2 cells and up:
name                        count
counter.minute.count            4
counter.msdig_second.count      4
lapA                            4
driver.switch                   2
driver.flashingCount           26
lapC                            4
driver.Hex                      4
lapD                            4
counter.lsdig_second.count      4
counter.tenth.count             4
driver.refreshCount            18
seg                             7
count                          32
lapB                            4
driver.an                       4
area by class of cell:
class / count / share of cell area, %
Timing Repair Buffer: 23 / 2.90
Tap cell: 216 / 3.61
Inverter: 30 / 1.50
Sequential cell: 135 / 39.3
Clock buffer: 19 / 6.19
Antenna cell: 1 / 0.0334
Multi-Input combinational cell: 486 / 44.6
Clock inverter: 13 / 1.92
where the power goes:
part	total [mW]	switching, mW	internal [mW]
Clock	0.583	0.208	0.375
Sequential	0.515	0.0224	0.492
Combinational	0.0761	0.0439	0.0322
critical path: cells and delay by family:
kind,cells,cell delay [ns]
adder cells (fa/ha/maj),1,0.42
buffers and inverters,2,0.67
AND/OR/NAND/NOR,3,0.94
AND-OR/OR-AND,6,1.54
logic make-up (layout without fill, tap and decap cells):
| kind of cell | Yosys count | count (layout) |
|---|---|---|
| AND-OR/OR-AND | 88 | 88 |
| XOR/XNOR | 86 | 86 |
| adder cells (fa/ha/maj) | 18 | 18 |
| buffers and inverters | 60 | 85 |
| flip-flops | 135 | 135 |
| multiplexers | 17 | 17 |
| other | 0 | 1 |
| AND/OR/NAND/NOR | 277 | 277 |
stage by stage:
stage               cells  util [%]
floorplan             681         -
global placement      890      43.0
detailed placement    890      43.0
CTS                   922      46.8
global route          923      46.8
finish                923      46.8
routing by layer:
| metal | wire (um) | track usage (%) |
|---|---|---|
| met1 | 6110 | 24.1 |
| met2 | 5270 | 21.9 |
| met3 | 371 | 3.17 |
| met4 | 150 | 2.91 |
| met5 | 0 | 0 |
Power is estimated from default activity; no workload was simulated.
