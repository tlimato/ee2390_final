--- /design/flow/design.v ---
module sevensegBCDdecoder(Minutes, Tens_Seconds, Ones_Seconds, Tenths_Seconds, clk, Seg, an);
    output reg [0:6] Seg;
	output reg [3:0] an = 4'b0000;
    input  [3:0] Minutes, Tens_Seconds, Ones_Seconds, Tenths_Seconds;
	input clk;
    always @(posedge clk)  
    begin
    case(Minutes)
            4'b0000:  begin Seg<= 7'b000_0001; an[3] <= 1; end    
            4'b0001:  begin Seg<= 7'b100_1111; an[3] <= 1; end 
			4'b0010:  begin Seg<= 7'b001_0010; an[3] <= 1; end 
			4'b0011:  begin Seg<= 7'b000_0110; an[3] <= 1; end 
			4'b0100:  begin Seg<= 7'b100_1100; an[3] <= 1; end 
			4'b0101:  begin Seg<= 7'b010_0100; an[3] <= 1; end   
			4'b0110:  begin Seg<= 7'b000_1000; an[3] <= 1; end   
			4'b0111:  begin Seg<= 7'b000_0110; an[3] <= 1; end   
			4'b1000:  begin Seg<= 7'b001_0010; an[3] <= 1; end   
			4'b1001:  begin Seg<= 7'b100_1111; an[3] <= 1; end   
            default:  begin Seg<= 7'b111_1111; an[3] <= 1; end   
    endcase
	case(Tens_Seconds)
			4'b0000:  begin Seg<= 7'b000_0001; an[2] <= 1; end    
			4'b0101:  begin Seg<= 7'b010_0100; an[2] <= 1; end   
			4'b0110:  begin Seg<= 7'b000_1000; an[2] <= 1; end   
			4'b0111:  begin Seg<= 7'b000_0110; an[2] <= 1; end   
			4'b1000:  begin Seg<= 7'b001_0010; an[2] <= 1; end   
			4'b1001:  begin Seg<= 7'b100_1111; an[2] <= 1; end   
            default:  begin Seg<= 7'b111_1111; an[2] <= 1; end   
	endcase
	case(Ones_Seconds)
			4'b0000:  begin Seg<= 7'b000_0001; an[1] <= 1; end    
            4'b0001:  begin Seg<= 7'b100_1111; an[1] <= 1; end  
			4'b0010:  begin Seg<= 7'b001_0010; an[1] <= 1; end 
			4'b0011:  begin Seg<= 7'b000_0110; an[1] <= 1; end 
			4'b0100:  begin Seg<= 7'b100_1100; an[1] <= 1; end 
			4'b0101:  begin Seg<= 7'b010_0100; an[1] <= 1; end   
			4'b0110:  begin Seg<= 7'b000_1000; an[1] <= 1; end   
			4'b0111:  begin Seg<= 7'b000_0110; an[1] <= 1; end   
			4'b1000:  begin Seg<= 7'b001_0010; an[1] <= 1; end   
			4'b1001:  begin Seg<= 7'b100_1111; an[1] <= 1; end   
            default:  begin Seg<= 7'b111_1111; an[1] <= 1; end   
	endcase
	case(Tenths_Seconds)
			4'b0000:  begin Seg<= 7'b000_0001; an[0] <= 1; end    
            4'b0001:  begin Seg<= 7'b100_1111; an[0] <= 1; end  
			4'b0010:  begin Seg<= 7'b001_0010; an[0] <= 1; end 
			4'b0011:  begin Seg<= 7'b000_0110; an[0] <= 1; end 
			4'b0100:  begin Seg<= 7'b100_1100; an[0] <= 1; end 
			4'b0101:  begin Seg<= 7'b010_0100; an[0] <= 1; end   
			4'b0110:  begin Seg<= 7'b000_1000; an[0] <= 1; end   
			4'b0111:  begin Seg<= 7'b000_0110; an[0] <= 1; end   
			4'b1000:  begin Seg<= 7'b001_0010; an[0] <= 1; end   
			4'b1001:  begin Seg<= 7'b100_1111; an[0] <= 1; end   
            default:  begin Seg<= 7'b111_1111; an[0] <= 1; end   
	endcase
    end
endmodule
--- /design/flow/run.sh ---
#!/bin/bash
# OpenROAD 26Q1-2900-gdf79404cd8, Yosys 0.63+post, stock flow scripts
make -C /OpenROAD-flow-scripts/flow DESIGN_CONFIG=/design/flow/config.mk WORK_HOME=/design/flow/orfs finish
--- /design/flow/config.mk ---
export PLATFORM = sky130hd
export DESIGN_NAME = sevensegBCDdecoder
export DESIGN_NICKNAME = sevensegBCDdecoder
export VERILOG_FILES = /design/flow/design.v
export SDC_FILE = /design/flow/constraint.sdc
export NUM_CORES = 4
export LEC_CHECK = 1
export CORE_AREA = 10 10 70 70
export DIE_AREA = 0 0 80 80
--- /design/flow/constraint.sdc ---
current_design sevensegBCDdecoder

set clk_period 1.2
set clk_io_pct 0.2

create_clock -name clk0 -period $clk_period [get_ports {clk}]

set non_clock_inputs [all_inputs -no_clocks]
set_input_delay [expr $clk_period * $clk_io_pct] -clock clk0 $non_clock_inputs
set_output_delay [expr $clk_period * $clk_io_pct] -clock clk0 [all_outputs]
==> results.txt <==
The synthesis and place-and-route flow finished, so here is a summary.

The sum of met2 wire segment lengths after detailed routing came out at 310 um. Routability-driven placement finished with a final weighted congestion of approximately 0.7. The share of the clock period used by the worst path came out at 0.9595. The tightest min-delay check is of the in -> reg type. The leakage power summed over all cells is between 0.2 and 0.25 nW. The clock-pin slew reported for the worst setup and hold paths after clock tree synthesis came out at 0.05 ns. The number of DRC violations after detailed-routing iteration 0 came out at 10. The count of hold buffers inserted by post-cts repair came out at 0. The total power per unit cell area is around 1100 nW/um2.

The maximum clock path buffer count came out at 2. After detailed routing, the total wire length is 701 um. The arrival time at the worst endpoint came out at slightly above 0.9 ns. The yosys synthesis warning count came out at 1.

The critical path's largest stage delay is about 0.31 ns. The via count of the first global-routing pass was 244. The report shows a maximum critical-path fanout of 3. The highest supply drop recorded on VDD is 0.1477 mV. The number of nets with antenna violations after detailed routing came out at 0. The final timing report lists a hold violation count of 0. The initial utilization of the core area, before any placement, comes to 0.09927. The number of synthesized register bits is 8.

The flow reports an fmax of 868.5 MHz. TritonCTS created 3 clock buffers. The fraction of synthesized cell area taken by the top area cell type is 0.4723. The flow ran to the end, and the final reports show no timing, DRC or antenna violations. The final critical path time including I/O delays and setup came out at ~1.2 ns. By instance count, the leading cell after synthesis is sky130_fd_sc_hd__dfxtp_1. The script logs the mean routed wire length per placed instance as between 7 and 8 um. Per the synth stats, the flop cell with the highest instance count is sky130_fd_sc_hd__dfxtp_1. The critical path's slowest cell is sky130_fd_sc_hd__dfxtp_2. The tool warning count is 37. The number of fillers in the final layout is 389.

The via count is around 270. The most area-hungry cell type in the Yosys netlist is sky130_fd_sc_hd__dfxtp_1. The number of max-cap violations came out at 0. Per the synthesis report, the number of distinct cell types is 17. The placeable core region came out at ~3400 um2.

The detailed router used layers up to and including met4. The overall power after layout came out at roughly 580 uW. The wire length of the first global-routing pass came out at roughly 1.1 mm. The cell area after technology mapping is approximately 340 um2. Per the detail_route report, vias per standard cell equal approximately 2.8. The count of buffers added on input and output ports is 15.

The signal on the critical path passes through buf_4 > dlygate4sd2_1. The worst setup path is launched from a register. The cell total after placement came out at ~93. The launch point of the critical path was reported as an[2]$_DFF_P_.

The floorplan has 21 rows. The number of detailed-routing iterations run before antenna repair is 2. The initial antenna violation count is 0. The clock sink count came out at 8. Ranked by total cell area, the synthesized netlist is headed by sky130_fd_sc_hd__dfxtp_1 47%, sky130_fd_sc_hd__mux2i_1 8.9%, sky130_fd_sc_hd__buf_4 8.9%.

The critical path data required time came out at 0.96 ns. The area reported by Yosys stat came out at ~340 um2. By count the netlist is led by 8 x sky130_fd_sc_hd__dfxtp_1, 4 x sky130_fd_sc_hd__buf_4, 3 x sky130_fd_sc_hd__mux2i_1, 3 x sky130_fd_sc_hd__nor2b_1. Setup repair after global routing left no endpoint under its margin. In this run, synthesis inferred 0 flip-flops with an integrated enable. Synthesis produced a netlist whose cell count is 34. The y dimension of the die came out at approximately 80 um. TritonCTS built the clock tree. The final number of setup-violating endpoints is 0. The share of post-route cells with drive strength above 1 came out at 0.1765. Looking at the setup timing report, the critical path kind is reg -> out.

The die width came out at roughly 80 um. The number of levels the H-tree was split into is 1. Entering global routing, the biggest net connects 10 pins. The final tally of max-slew violations came out at 0. The residual overflow from global routing is 0. The worst setup path is captured at an output port. The tally of non-filler cells in the final layout came out at 97. The number of antenna diodes in the final layout is 0. The signed area change from the synthesized netlist to the final layout came out at 60.89%. The proportion of register bits with asynchronous set or reset after synthesis came out at 0.

A synthesized cell averages ~10 um2. The count of pins on the block boundary came out at 28. The length of routed wiring on met1 came out at approximately 250 um. For this run the detailed placement stage logged an HPWL of 580.1 um. The number of remaining DRC errors came out at 0. The area of combinational cells with multiple inputs is about 130 um2. Detailed routing placed a total of ~140 um of wire on met3.

OpenSTA lists the critical path endpoint as an[1]. The area taken by flip-flops and latches is approximately 160 um2. The part of the Yosys area used for sequential elements is 0.4723. Clock tree synthesis selected as its root buffer the cell sky130_fd_sc_hd__clkbuf_4. The total routing usage reported by global routing is 0.02020. In this run the full chip footprint comes out at approximately 6400 um2.

The synthesized netlist was found by Yosys to have 34 cells. The number of instances on the worst hold path is 3.
==> worst max-delay path: cells and delay by family, from the launching register on <==
kind,cells,cell delay (ns)
buffers and inverters,2,0.35
flip-flops,1,0.31
==> power breakdown <==
group / internal [mW] / leakage (nW) / total (mW) / switching (mW)
combinational: 0.0623 / 0.151 / 0.0957 / 0.0334
clock: 0.113 / 0.0138 / 0.188 / 0.0750
sequential: 0.287 / 0.0673 / 0.291 / 0.00395
==> stage by stage <==
step / setup TNS (ns) / cell area [um2] / util / hold WS [ns] / setup slack [ns]
5_1_grt: 0 / 545.5 / 0.1597 / 0.7473 / 0.01092
4_1_cts: 0 / 545.5 / 0.1597 / 0.7389 / 0.03725
2_1_floorplan: 0 / 339.1 / - / 0.3425 / 0.4541
3_3_place_gp: -0.4386 / 528.0 / 0.1546 / 0.9129 / -0.1025
6_report: 0 / 545.5 / 0.1597 / 0.7408 / 0.04860
3_5_place_dp: -0.5941 / 528.0 / 0.1546 / 0.9090 / -0.1355
==> area by class of cell <==
cell class              count  area share
repair buffers             19      0.3050
flip-flops and latches      8      0.2959
multi-input cells          20      0.2454
well taps                  46      0.1055
clock buffers               3     0.04128
inverters                   1    0.006881
==> state kept, by name (all words and copies together), names as in the netlist <==
signal	cells
Seg	7
an	1
==> cell usage in the layout, fill, tap and decap left out <==
| cell | instances |
|---|---|
| sky130_fd_sc_hd__clkbuf_4 | 3 |
| sky130_fd_sc_hd__a22o_1 | 1 |
| sky130_fd_sc_hd__o21ai_1 | 1 |
| sky130_fd_sc_hd__nor2_1 | 1 |
| sky130_fd_sc_hd__a21oi_1 | 2 |
| sky130_fd_sc_hd__dfxtp_2 | 1 |
| sky130_fd_sc_hd__a21boi_1 | 1 |
| sky130_fd_sc_hd__nor3_1 | 1 |
| sky130_fd_sc_hd__nor2b_1 | 3 |
| sky130_fd_sc_hd__dlygate4sd2_1 | 11 |
| sky130_fd_sc_hd__nor2_2 | 1 |
| sky130_fd_sc_hd__buf_4 | 4 |
| sky130_fd_sc_hd__a21o_1 | 1 |
| sky130_fd_sc_hd__dfxtp_1 | 7 |
| sky130_fd_sc_hd__nand2b_1 | 2 |
| sky130_fd_sc_hd__inv_1 | 1 |
| sky130_fd_sc_hd__conb_1 | 1 |
| sky130_fd_sc_hd__mux2i_1 | 3 |
| sky130_fd_sc_hd__clkdlybuf4s50_1 | 4 |
| sky130_fd_sc_hd__o21bai_1 | 2 |
==> timing repair <==
item	4_1_cts	5_1_grt
setup buffers	1	0
setup endpoints to repair	11	0
gates resized	12	0
==> cells by family after synthesis <==
| kind of cell | share of synthesized area |
|---|---|
| compound gates | 0.1587 |
| buf+inv | 0.1328 |
| flops | 0.4723 |
| other cells | 0.01106 |
| simple gates | 0.1365 |
| mux | 0.08856 |
==> routing by layer <==
layer  track usage  up-vias
li1              -      144
met1       0.02009      113
met2       0.03451       14
met3       0.01136        2
met4      0.007042        0
met5             0        -
==> how the worst min path moves through the flow <==
stage	end	slack, ns	start
global route	Seg[6]$_DFF_P_	0.75	Tenths_Seconds[3]
finish	Seg[6]$_DFF_P_	0.74	Tenths_Seconds[3]
CTS	Seg[6]$_DFF_P_	0.74	Tenths_Seconds[3]
Power figures rest on the tool's default switching activity, not on a simulated workload.
